==> /design/flow/design.v <==
`timescale 1ns/1ns
module relu (
	input clk,
	input rst,
    input relu_en,
    input [8*32-1:0] in,
    output [8*32-1:0] out
);
    genvar i;
    generate
        for (i = 0 ; i < 8; i = i + 1) begin: relu
            relu_pe u_relu_pe (
                .clk(clk),
                .rst(rst),
                .relu_en(relu_en),
                .in(in[(i+1)*32-1:i*32]),
                .out(out[(i+1)*32-1:i*32])
            );
        end
    endgenerate
endmodule
`timescale 1ns/1ns
module relu_pe (
	input clk,
	input rst,
    input relu_en,
    input [32-1:0] in,
    output reg [32-1:0] out 
);
    assign out = (!relu_en) ? in : (in[32-1] == 1) ? 0 : in;
endmodule
==> /design/flow/run.sh <==
#!/bin/bash
# OpenROAD 26Q1-2900-gdf79404cd8, Yosys 0.63+post, stock flow scripts
make -C /OpenROAD-flow-scripts/flow DESIGN_CONFIG=/design/flow/config.mk WORK_HOME=/design/flow/orfs finish
==> /design/flow/config.mk <==
export PLATFORM = sky130hd
export DESIGN_NAME = relu
export DESIGN_NICKNAME = relu
export VERILOG_FILES = /design/flow/design.v
export SDC_FILE = /design/flow/constraint.sdc
export NUM_CORES = 4
export LEC_CHECK = 1
export CORE_AREA = 10 10 204 204
export DIE_AREA = 0 0 214 214
==> /design/flow/constraint.sdc <==
current_design relu

set clk_period 1.0
set clk_io_pct 0.2

create_clock -name clk0 -period $clk_period

set non_clock_inputs [all_inputs -no_clocks]
set_input_delay [expr $clk_period * $clk_io_pct] -clock clk0 $non_clock_inputs
set_output_delay [expr $clk_period * $clk_io_pct] -clock clk0 [all_outputs]
==> impl_metrics.tcl <==
# metrics dict for downstream scripts
set metrics [dict create \
    grt_overflow_total 0 \
    core_area_sq_um 37400 \
    synth.most_common_cell "a21boi_0" \
    first_iter_violations 183 \
    warnings 36 \
    hold_path.class "in2out" \
    yosys_area_sq_um 2150 \
    yosysWarnings 1 \
    viasPerCell 3.54 \
    grt_pass1_wl_microns 40100 \
    rows 71 \
    worstPathArrival_ns 0.95 \
    hold_viol_final 0 \
    dp_hpwl_microns 19500 \
    largest_area_cell "a21boi_0" \
    antenna_left 0 \
    synth_seq_share_pct 0 \
    clock_buffers 0 \
    drc 0 \
    ys_types 7 \
    synth_area_per_cell_sq_um 6.98 \
    drtPass1Iterations 4 \
    crit_fanout 6 \
    ir_drop_v 0.000170 \
    yosys.area.top_type_share_pct 85.6 \
    synth_area_sq_um 2150 \
    post-route-period-util_pct 115 \
    critPathMaxStageDelay_ns 0.15 \
    cpMaxStageDelayCell "buf_16" \
    yosys_cells 308 \
    fillers 3943 \
    power.leakage_nw 4.56 \
    die_area_sq_um 45800 \
    io_buffers 513 \
    syn_to_final_growth_pct 339 \
    setup_viol 191 \
    end_kind "primary output" \
    violations "setup timing" \
    fin_ws_ns -0.147 \
    combGateArea_sq_um 2900 \
    flop_area_sq_um 0 \
    startpoint_type "primary input" \
    power_mw 3.68 \
    fmax_mhz 872 \
    rsz0062_at_grt "true" \
    pin_count 515 \
    finalWeightedCongestion 0.893 \
    die_h_microns 214 \
    detail_route.wl_per_cell_microns 19.9 \
    timing.critical_path.cells "buf_16, buf_16, buf_12, buf_6, a21boi_2, buf_2" \
    fp.dieW_microns 214 \
    track_usage_pct 11.5 \
    drt_wl_total_microns 28100 \
    ys_top_cells_by_count "a21boi_0, clkbuf_1, clkbuf_2" \
    status "complete, but fails checks" \
    syn_inst 308 \
    vias 5022 \
    hold-worst-slack_ns 0.687 \
    critPathRequiredTime_ns 0.80 \
    antenna_found_initial 2 \
    drive_above_1_share_pct 70.9 \
    seq_cell_count 0 \
    core_util_floorplan_pct 5.74 \
    grt_pass1_vias 5597 \
    grt_max_degree 19 \
    cpMostUsedCell "buf_16" \
    worst_slew_pin_slew_ns 0.187 \
    p_per_area_nw_per_um2 391 \
    cap_viol_max_count 0 \
    criticalPathCategory "in2out" \
    maxSlewViolCount 0 \
    slew_headroom_pct 87.5 \
    fin_crit_ns 1.15 \
    cts_hold_buf 0 \
    ys_top_cells_by_area "a21boi_0, clkbuf_2, clkbuf_1" \
]
-- per-layer routing --
metal	routed length (microns)	part of all wire (%)	global-route usage, %
met1	10900	39	13.2
met4	769	2.7	2.43
met3	2290	8.2	3.45
met5	0	0	0
met2	14200	50	20.6
-- cells by family after synthesis --
logic type	count (synthesis)	synth area share, %
buf+inv	52	11.0
simple gates	8	2.33
compound gates	248	86.7
-- stage by stage --
stage	setup TNS [ns]	util, %	cell area (sq um)	setup slack (ns)	instances
floorplan	0	-	2150	0.222	308
global placement	-189.98	21.5	8030	-0.925	1316
detailed placement	-190.08	21.5	8030	-0.934	1316
CTS	-12.54	24.8	9260	-0.192	1416
global route	-16.27	25.2	9430	-0.178	1416
finish	-10.46	25.2	9430	-0.147	1417
-- cell usage in the layout, fill, tap and decap left out, drive strengths merged --
cell / count
buf: 390
nor2b: 8
bufbuf: 1
clkdlybuf4s50: 13
clkdlybuf4s15: 11
diode: 1
dlygate4sd2: 219
a21boi: 248
dlymetal6s2s: 4
clkbuf: 11
-- timing repair --
item | 4_1_cts | 5_1_grt
pin swaps | 62 | 40
gates resized | 1699 | 62
cloned | 34 | 2
buffers inserted | 72 | 3
endpoints found under the setup margin | 256 | 226
-- critical path: cells and delay by family --
family	cells	cell delay, ns
AOI/OAI and AO/OA	1	0.10
buffers and inverters	5	0.63
-- worst paths after layout --
| check | startpoint | end | slack [ns] | depth (start not counted) |
|---|---|---|---|---|
| min | in[223] | out[195] | 0.69 | 3 |
| max | relu_en | out[221] | -0.15 | 6 |
-- power breakdown --
group | switching [mW] | internal, mW | total (mW) | leakage, nW
Combinational | 1.31 | 2.37 | 3.68 | 4.56
Sequential | 0 | 0 | 0 | 0
Clock | 0 | 0.000000135 | 0.000000135 | 0.00000634
-- cell type report --
| cell class | count | share of cell area, % |
|---|---|---|
| antenna | 1 | 0.0265 |
| multi-input combinational | 256 | 30.7 |
| tap | 511 | 6.78 |
| timing repair buffer | 649 | 62.4 |
Power is estimated from default activity; no workload was simulated.
