===== flow/design.v =====
`timescale 1ns/1ns
module weight_buffer (
	input clk,
	input rst,
	input load_en,
	input out_en,
	input  [8*8-1:0] in_weight,
	output [8*8-1:0] out_weight
);
	genvar i;
	generate
		for (i = 0; i < 8; i = i + 1) begin: weight_fifo
			weight_shifter_register u_weight_shifter_register (
					.clk(clk),
					.rst(rst),
					.load_en(load_en),
					.out_en(out_en),
					.in(in_weight[(i+1)*8-1:i*8]),
					.out(out_weight[(i+1)*8-1:i*8])
			);
		end
	endgenerate
endmodule
`timescale 1ns/1ns
module weight_shifter_register (
	input clk,
	input rst,
	input load_en,
	input out_en,
	input [8-1:0] in,
	output [8-1:0] out
);
	reg [8*8-1:0] mem; 
	always @(posedge clk) begin
		if (rst) mem <= 0;
		else if (load_en) mem <= {mem[(8-1)*8-1:0],in};
		else if (out_en) mem <= {{8{1'b0}}, mem[8*8-1:8]};
		else mem <= mem;
	end
	assign out = (out_en) ? mem[8-1:0] : 0;
endmodule

===== flow/run.sh =====
#!/bin/bash
# OpenROAD 26Q1-2900-gdf79404cd8, Yosys 0.63+post, stock flow scripts
make -C /OpenROAD-flow-scripts/flow DESIGN_CONFIG=/design/flow/config.mk WORK_HOME=/design/flow/orfs finish

===== flow/config.mk =====
export PLATFORM = sky130hd
export DESIGN_NAME = weight_buffer
export DESIGN_NICKNAME = weight_buffer
export VERILOG_FILES = /design/flow/design.v
export SDC_FILE = /design/flow/constraint.sdc
export NUM_CORES = 4
export LEC_CHECK = 1
export CORE_UTILIZATION = 40

===== flow/constraint.sdc =====
current_design weight_buffer

set clk_period 1.3
set clk_io_pct 0.2

create_clock -name clk0 -period $clk_period [get_ports {clk}]

set non_clock_inputs [all_inputs -no_clocks]
set_input_delay [expr $clk_period * $clk_io_pct] -clock clk0 $non_clock_inputs
set_output_delay [expr $clk_period * $clk_io_pct] -clock clk0 [all_outputs]

==> flow_metrics.env <==
# implementation run metrics
export IMPL_ys_chip_area_um2=23800
export IMPL_drc_errors=0
export IMPL_layout_min_cycle_time_ns=1.41
export IMPL_crit_fanout=2
export IMPL_r2r_slack_ns=0.28
export IMPL_cts_tree="yes"
export IMPL_post_route_period_util_pct=109
export IMPL_gp_congestion=0.755
export IMPL_power_density_nw_per_um2=1350
export IMPL_drtAntennaViolNets=0
export IMPL_grt_ovfl_total=0
export IMPL_first_pass_iters=4
export IMPL_antenna_found_initial=0
export IMPL_crit_path_end="out_weight[29]"
export IMPL_reg2regPathDepth=2
export IMPL_cp_slowest_cell="dfxtp_2"
export IMPL_async_reset_ff_share_pct=0
export IMPL_synth_cell_types=16
export IMPL_violations="negative setup slack"
export IMPL_drive_gt1_share_pct=19.6
export IMPL_postSynthSeqShare_pct=43.1
export IMPL_numSynthFlops=512
export IMPL_worst_slack_ns=-0.115
export IMPL_worst_pin_slew_ns=0.372
export IMPL_slowest_delay_ns=0.33
export IMPL_grt_pass1_wl_um=80600
export IMPL_finalPower_w=0.0389
export IMPL_cp_start_kind="register"
export IMPL_viasPerCell=5.18
export IMPL_placed_area_um2=26400
export IMPL_reg_largest_list="weight_fifo.u_weight_shifter_register.mem (512)"
export IMPL_via_count=17188
export IMPL_first_global_vias=16706
export IMPL_hpwl_um=27200
export IMPL_dp_slack_ns=-0.334
export IMPL_htreeDepth=2
export IMPL_diodes=0
export IMPL_hold_viol=0
export IMPL_clock_latency_ns=0.59
export IMPL_warning_count=27
export IMPL_synth_top_cell_by_area="dfxtp_1"
export IMPL_fp_util_pct=40.4
export IMPL_track_usage_pct=15.8
export IMPL_common_cells="dfxtp_1 (512), a211oi_1 (448), mux2i_1 (448), nor2b_1 (448), clkbuf_1 (118)"
export IMPL_cap_violations=0
export IMPL_cts_buffer_depth=3
export IMPL_regMostFlops="weight_fifo.u_weight_shifter_register.mem"
export IMPL_critPathLaunch="weight_fifo[3].u_weight_shifter_register.mem[5]"
export IMPL_endpoint_kind="output port"
export IMPL_coreArea_um2=58900
export IMPL_area_growth_synth_to_final_pct=21.0
export IMPL_outcome="finished, violations left"
export IMPL_top_area_share_pct=43.1
export IMPL_utilization_pct=48.9
export IMPL_fp_dieW_um=246
export IMPL_enable_flop_cells=0
export IMPL_ff_type="dfxtp_1"
export IMPL_rows=89
export IMPL_design_area_um2=28800
export IMPL_crit_type="reg -> out"
export IMPL_avgSynthCellArea_um2=10.1
export IMPL_cts_root_buf="clkbuf_16"
export IMPL_irDropWorstVdd_mv=1.27
export IMPL_yosysMostFrequentCell="dfxtp_1"
export IMPL_topCellsByArea="dfxtp_1 (43%), mux2i_1 (19%), a211oi_1 (14%)"
export IMPL_port_buffers=131
export IMPL_finalSetupViolations=64
export IMPL_dieArea_um2=60500
export IMPL_max_freq_ghz=0.707
export IMPL_slew_viol_final=0
export IMPL_numCtsBuffers=58
export IMPL_synth_warnings=1
export IMPL_drt_total_wl_um=47100
export IMPL_syn_area_um2=23800
export IMPL_leakage_nw=11.5
export IMPL_crit_chain="and2_4 > buf_6"
export IMPL_skew_ns=0.00488
export IMPL_nFillCells=5067
export IMPL_syn_inst=2347
export IMPL_largest_reg_flops=512
export IMPL_cp_arrival_ns=1.15
export IMPL_yosys_cells=2347
export IMPL_rsz0062_at_grt="yes"
export IMPL_max_slew_margin_pct=75.2
export IMPL_path_clk_slew_ns=0.06
export IMPL_drt_iter0_drc=715
export IMPL_cts_sinks=512
export IMPL_holdCritPathClass="in -> reg"
export IMPL_grt_max_degree=54
export IMPL_cp_data_required_time_ns=1.04
export IMPL_boundaryPins=132
export IMPL_wire_per_inst_um=14.2
export IMPL_die_y_um=246
[per-layer routing]
layer  track usage, %  wire length (um)  vias up
li1                 -                 -     8756
met3             1.94              1370       74
met1             24.4             24100     8207
met4             3.12              1020        0
met2             24.3             20500      151
met5                0                 0        -
[placed cells by master (no fill, tap or decap), types with 29 or more instances in the layout]
| cell type | n |
|---|---|
| a211oi_1 | 448 |
| a21oi_1 | 64 |
| and2_4 | 46 |
| buf_12 | 50 |
| buf_2 | 58 |
| buf_4 | 147 |
| clkbuf_16 | 61 |
| clkdlybuf4s50_1 | 64 |
| dfxtp_1 | 448 |
| dfxtp_2 | 64 |
| mux2i_1 | 448 |
| nand2_1 | 64 |
| nor2b_1 | 448 |
| or3b_1 | 35 |
| or3b_2 | 29 |
[logic make-up after synthesis]
kind of cell | Yosys count | synth area share (%)
buffers and inverters | 235 | 5.78
flip-flops | 512 | 43.1
AND-OR/OR-AND | 512 | 15.5
multiplexers | 448 | 18.8
AND/OR/NAND/NOR | 640 | 16.8
[power by group]
group          internal [W]  switching [W]
clock network        0.0106        0.00642
logic               0.00241        0.00211
registers            0.0167       0.000672
total                0.0297        0.00920
[per-stage QoR]
step                hold WS [ns]  cells  setup TNS (ns)
floorplan                  0.444   2347               0
global placement           0.450   3151          -59.60
detailed placement         0.460   3151          -69.82
CTS                       0.0841   3317           -9.20
global route               0.134   3319           -9.65
finish                     0.125   3319           -5.79
[timing repair]
item | CTS | global route
endpoints found under the hold margin | 11 | 0
setup endpoints to repair | 64 | 64
gates resized | 289 | 19
hold buffers | 1 | 0
buffers inserted | 61 | 2
[cell type report]
type | count | area [um2] | area share (%)
Clock inverter | 11 | 159 | 0.552
Tap cell | 773 | 967 | 3.36
Sequential cell | 512 | 10300 | 35.9
Multi-Input combinational cell | 1600 | 12300 | 42.7
Clock buffer | 93 | 1880 | 6.52
Inverter | 1 | 11.3 | 0.0391
Timing Repair Buffer | 329 | 3160 | 11.0
[how the worst min path moves through the flow]
stage     startpoint  endpoint  slack, ns  depth (start not counted)
4_1_cts       out_en  register       0.08                          3
5_1_grt       out_en  register       0.13                          3
6_report      out_en  register       0.13                          3
[worst max-delay path: cells and delay by family (launching register included)]
kind | cells | cell delay, ns
buffers and inverters | 1 | 0.10
flip-flops | 1 | 0.33
AND/OR/NAND/NOR | 1 | 0.13
