$ cat ./config.mk
export PLATFORM = sky130hd
export DESIGN_NAME = input_buffer
export DESIGN_NICKNAME = input_buffer
export VERILOG_FILES = /design/flow/design.v
export SDC_FILE = /design/flow/constraint.sdc
export NUM_CORES = 4
export LEC_CHECK = 1
export CORE_UTILIZATION = 40
$ cat ./constraint.sdc
current_design input_buffer

set clk_period 8.8
set clk_io_pct 0.2

create_clock -name clk0 -period $clk_period [get_ports {clk}]

set non_clock_inputs [all_inputs -no_clocks]
set_input_delay [expr $clk_period * $clk_io_pct] -clock clk0 $non_clock_inputs
set_output_delay [expr $clk_period * $clk_io_pct] -clock clk0 [all_outputs]
$ cat ./design.v
`timescale 1ns/1ns
module input_buffer (
	input clk,
	input rst,
	input load_en,
	input out_en,
	input delay_clear,
	input  [8*8-1:0] in_act,
	output [8*8-1:0] out_act
);
	genvar i;
	generate
		for (i = 0; i < 8; i = i + 1) begin: input_fifo
			input_shifter_register #(i) 
			u_in_shft_reg (
				.clk(clk),
				.rst(rst),
				.load_en(load_en),
				.out_en(out_en),
				.delay_clear(delay_clear),
				.in(in_act[(i+1)*8-1:i*8]),
				.out(out_act[(i+1)*8-1:i*8])
			);
		end
	endgenerate
endmodule
`timescale 1ns/1ns
module input_shifter_register #(
	parameter DELAY_NUM = 0
)(
	input clk,
	input rst,
	input load_en,
	input delay_clear,
	input out_en,
	input [8-1:0] in,
	output [8-1:0] out
);
	reg [(2*8-1)*8-1:0] mem; 
	reg [7:0] cnt;
	always @(posedge clk) begin
		if (rst) mem <= 0;
		else if (load_en) mem <= {{(8-1-DELAY_NUM)*8{1'b0}},
			                      in,
			mem[(8+DELAY_NUM)*8-1:8]};
		else if (out_en && cnt == 0) mem <= {{8{1'b0}},mem[(2*8-1)*8-1:8]};
		else mem <= mem;
	end
	always @(posedge clk) begin
		if (rst) cnt <= ((4-1)*DELAY_NUM <= 0) ? 0 : (4-1)*DELAY_NUM;  
		else if (out_en) begin
			if (cnt == 0) cnt <= cnt;
			else  cnt <= cnt - 1;
		end
		else if (delay_clear) cnt <= ((4-1)*DELAY_NUM <= 0) ? 0 : (4-1)*DELAY_NUM;
		else cnt <= cnt;
	end
	assign out = (out_en && cnt == 0) ? mem[8-1:0] : 0;
endmodule
$ cat ./run.sh
#!/bin/bash
# OpenROAD 26Q1-2900-gdf79404cd8, Yosys 0.63+post, stock flow scripts
make -C /OpenROAD-flow-scripts/flow DESIGN_CONFIG=/design/flow/config.mk WORK_HOME=/design/flow/orfs finish
==> results_dict.tcl <==
# place-and-route summary
set metrics [dict create \
    status "completed" \
    antenna_found_initial 1 \
    clkSinkCount 800 \
    end_kind "primary output" \
    tool_warnings 29 \
    worst_slew_pin_slew_ns 0.7821 \
    rr_startpoint "input_fifo[5].u_in_shft_reg.cnt[0]" \
    critPathBufInv 3 \
    cts_resized 0 \
    synth_seq_share_pct 55.06 \
    async_flop_share_pct 0 \
    path_cells "buf_2 -> buf_4 -> nand2_1 -> nor4_4 -> and2_1 -> clkdlybuf4s50_1" \
    fmax_mhz 168.3 \
    slew_viol_final 0 \
    port_buffers 132 \
    slew_headroom_pct 47.46 \
    worstSkewPairLatency_ns 0.61 \
    grt.total_usage_pct 16.16 \
    rsz0062_at_grt "no" \
    synth_area_sq_um 29090 \
    nFillCells 6967 \
    routabilityCongestion 0.7959 \
    endpoint "out_act[0]" \
    yosys-stat-area_sq_um 29090 \
    min_period_ns 5.943 \
    top_area_cell "dfxtp_1" \
    area_leaders "dfxtp_1 55%, nand2_1 18%, a21oi_1 13%, clkbuf_1 2.6%, and2_1 1.2%" \
    syn2layout_area_growth_pct 16.39 \
    path_class "in -> out" \
    routedWlPerCell_microns 12.45 \
    final.setup.tns_ns 0 \
    drc_errors 0 \
    yosysWarnings 8 \
    grt-ovfl-total 0 \
    drive_gt1_share_pct 6.005 \
    grt_pass1_vias 21230 \
    drv_cap 0 \
    setup_viol 0 \
    core_area_sq_um 71730 \
    cts-root-buf "clkbuf_16" \
    synth_area_per_cell_sq_um 7.891 \
    post-route-period-util_pct 67.54 \
    postRouteAntennaNets 0 \
    ff_latch_area_sq_um 16020 \
    cp-startpoint "out_en" \
    initCoreUtil_pct 40.55 \
    grt_pass1_wl_microns 99200 \
    comb_area_sq_um 12020 \
    power_leakage_nw 11.10 \
    worstSetupPathDepth 6 \
    rrSetupSlack_ns 5.81 \
    r2r_cells 7 \
    cts_htree_levels 3 \
    avgViaCountPerCell 4.932 \
    drt-initial-drc-count 1499 \
    crit_arrival_ns 4.18 \
    final_util_pct 47.20 \
    power-per-cell-area_nw_per_um2 229.9 \
    skew_ns 0.01591 \
    crit_required_ns 7.04 \
    die.size.x_microns 271.7 \
    chip_area_sq_um 73800 \
    max_stage_delay_ns 0.62 \
    io_pins 133 \
    numCtsBuffers 84 \
    ys_cells 3686 \
    ir_drop_mv 0.1460 \
    top_area_share_pct 55.06 \
    syn_inst 3686 \
    cts_buffer_depth 3 \
    hold_buffers 0 \
    cts_tree "done" \
    cp_top_family "buffers and inverters" \
    cts_setup_buffers 0 \
    ys_types 65 \
    first_pass_iters 5 \
    dp_hpwl_microns 32210 \
    cp_slowest_cell "nor4_4" \
    critPathLaunchType "input port" \
    edf_count 0 \
    drt-total-wl_microns 58470 \
    clk_pin_slew_worst_paths_ns 0.06 \
    path_max_fanout 25 \
    design_power_total_w 0.007782 \
    flop_cell "dfxtp_1" \
    die_h_microns 271.7 \
    grt_max_degree 149 \
    rows 98 \
    hp-class "reg -> reg" \
    timing.rr.end "input_fifo[5].u_in_shft_reg.mem[51]" \
    ys_ff 800 \
    vias 23170 \
    hold_viol 0 \
]
[worst register-to-register path: cells and delay by family (launching register included)]
family / cells / cell delay, ns
adder cells (fa/ha/maj): 1 / 0.24
AND-OR/OR-AND: 2 / 0.69
AND/OR/NAND/NOR: 2 / 0.87
buffers and inverters: 2 / 0.79
flip-flops: 1 / 0.33
[state kept, by name, indices dropped and copies added, names as in the netlist]
| signal | flops |
|---|---|
| input_fifo.u_in_shft_reg.mem | 736 |
| input_fifo.u_in_shft_reg.cnt | 64 |
[worst min path at each step]
| stage | from | endpoint | slack [ns] | cells after the start |
|---|---|---|---|---|
| final | input_fifo[2].u_in_shft_reg.mem[0] | input_fifo[2].u_in_shft_reg.mem[0] | 0.44 | 2 |
| after global routing | input_fifo[1].u_in_shft_reg.mem[12] | input_fifo[1].u_in_shft_reg.mem[4] | 0.46 | 2 |
| after CTS | input_fifo[3].u_in_shft_reg.mem[28] | input_fifo[3].u_in_shft_reg.mem[20] | 0.44 | 2 |
[cell families (layout without fill, tap and decap cells)]
logic type | count (synthesis) | after routing | synth area share (%)
AOI/OAI and AO/OA | 846 | 846 | 15.39
and+or+nand+nor | 1721 | 1721 | 24.44
DFF | 800 | 800 | 55.06
buffers and inverters | 291 | 352 | 4.121
xor gates and xnor gates | 12 | 12 | 0.3613
other | 0 | 1 | 0
muxes | 8 | 8 | 0.2796
adders and majority gates | 8 | 8 | 0.3441
[cells in the mapped netlist (6+ instances only)]
library cell and number:
nand2_1 1433, dfxtp_1 800, a21oi_1 749, clkbuf_1 202, nand3_1 59, and2_1 57, buf_2 52, nor2_1 46
o21ai_0 33, inv_1 25, nand3b_1 20, or3_1 19, nor3_1 18, and3_1 10, o31ai_1 10, buf_4 9
or4_1 9, or4b_2 9, ha_1 8, a31oi_1 7, mux2i_1 7, xnor2_1 7, nor4b_1 6, o211ai_1 6
[through the flow]
stage          cells  hold slack [ns]  setup slack (ns)  instance area, sq um
2_1_floorplan   3686           0.4273             4.160                 29090
3_3_place_gp    4550           0.4342             2.879                 31030
3_5_place_dp    4550           0.4385             2.831                 31030
4_1_cts         4697           0.4446             2.833                 33850
5_1_grt         4698           0.4593             2.637                 33860
6_report        4698           0.4449             2.857                 33860
[area by class of cell]
class | count | area share (%)
diodes | 1 | 0.007391
inverters | 25 | 0.2772
multi-input cells | 2595 | 35.51
clock buffers | 122 | 7.410
clock inverters | 25 | 0.9424
flip-flops and latches | 800 | 47.30
repair buffers | 180 | 5.033
well taps | 950 | 3.511
[cells in the final DEF, fill, tap and decap left out, drive strengths merged, types with 5 or more instances in the layout]
cell           netlist  layout
nand2             1433    1433
dfxtp              800     800
a21oi              750     750
clkdlybuf4s50        0     129
clkbuf             202     122
nand3               59      59
and2                57      57
buf                 64      51
nor2                46      46
o21ai               35      35
inv                 25      26
nand3b              20      20
or3                 19      19
nor3                18      18
clkinv               0      14
o31ai               12      12
and3                10      10
or4b                10      10
or4                 10      10
ha                   8       8
xnor2                7       7
mux2i                7       7
bufinv               0       7
a31oi                7       7
o211ai               6       6
nor4b                6       6
nand2b               5       5
nand4b               5       5
a211oi               5       5
xor2                 5       5
nor4                 5       5
[routing by layer]
| metal | wire, microns | vias to the layer above | GRT usage (%) |
|---|---|---|---|
| met5 | 0 | - | 0 |
| met4 | 1253 | 0 | 3.326 |
| met3 | 1830 | 91 | 2.302 |
| met2 | 26470 | 234 | 26.38 |
| met1 | 28910 | 10730 | 23.57 |
| li1 | - | 12110 | - |
[power by group]
group / internal (W) / total [W] / switching [W]
Clock: 0.00218 / 0.00356 / 0.00139
Sequential: 0.00368 / 0.00373 / 0.0000413
Combinational: 0.000142 / 0.000492 / 0.000350
Total: 0.00600 / 0.00778 / 0.00178
No activity file was given, so power comes from the tool's default toggle rates.
